<file path="flow/run.sh">
#!/bin/bash
# OpenROAD 26Q1-2900-gdf79404cd8, Yosys 0.63+post, stock flow scripts
make -C /OpenROAD-flow-scripts/flow DESIGN_CONFIG=/design/flow/config.mk WORK_HOME=/design/flow/orfs finish
</file>
<file path="flow/config.mk">
export PLATFORM = sky130hd
export DESIGN_NAME = toplevel
export DESIGN_NICKNAME = toplevel
export VERILOG_FILES = /design/flow/design.v
export SDC_FILE = /design/flow/constraint.sdc
export NUM_CORES = 4
export LEC_CHECK = 1
export CORE_AREA = 10 10 91 91
export DIE_AREA = 0 0 101 101
</file>
<file path="flow/constraint.sdc">
current_design toplevel

set clk_period 4.8
set clk_io_pct 0.2

create_clock -name clk0 -period $clk_period [get_ports {clock}]

set non_clock_inputs [all_inputs -no_clocks]
set_input_delay [expr $clk_period * $clk_io_pct] -clock clk0 $non_clock_inputs
set_output_delay [expr $clk_period * $clk_io_pct] -clock clk0 [all_outputs]
</file>
<file path="flow/design.v">
module ALU
  #(
     parameter NB_AB     =   4,  
     parameter NB_OP     =   6,  
     parameter ADD       =   6'b100000,
     parameter SUB       =   6'b100010,
     parameter AND       =   6'b100100,
     parameter OR        =   6'b100101,
     parameter XOR       =   6'b100110,
     parameter SRA       =   6'b000011,
     parameter SRL       =   6'b000010,
     parameter NOR       =   6'b100111
   )
   (
     input           [NB_OP - 1: 0] i_opcode,         
     input   signed  [NB_AB - 1: 0] i_A,              
     input   signed  [NB_AB - 1: 0] i_B,              
     output  signed  [NB_AB - 1: 0] o_result          
   );
  reg signed [NB_AB - 1 : 0]    tmp_reg;
  always @(*)
  begin
    case (i_opcode)
      ADD   :
        tmp_reg = i_A + i_B;
      SUB   :
        tmp_reg = i_A - i_B;
      AND   :
        tmp_reg = i_A & i_B;
      OR    :
        tmp_reg = i_A | i_B;
      XOR   :
        tmp_reg = i_A ^ i_B;
      NOR   :
        tmp_reg = ~(i_A ^ i_B);
      SRA   :
        tmp_reg = i_A >>> i_B;
      SRL   :
        tmp_reg = i_A >> i_B;
      default:
        tmp_reg = {NB_AB{1'bz}};
    endcase
  end
  assign o_result = tmp_reg;
endmodule
module toplevel
  #(
     parameter NB_BTN    =   3,   
     parameter NB_OP     =   6,   
     parameter NB_AB     = 4      
   )
   (
     input [NB_OP - 1 : 0]      i_sw,      
     input [NB_BTN - 1 : 0]     i_btn,     
     input                      i_reset,   
     input                      clock,     
     output [NB_AB - 1 : 0]     o_led      
   );
  reg [NB_AB - 1: 0]     a;          
  reg [NB_AB - 1: 0]     b;          
  reg [NB_OP - 1: 0]     operation;  
  wire [NB_AB - 1: 0]     wire_a;
  wire [NB_AB - 1: 0]     wire_b;
  wire [NB_OP - 1: 0]     wire_operation;
  always @(posedge clock)  
  begin
     if(i_reset)begin  
        a           <=   {NB_AB{1'b0}};
        b           <=   {NB_AB{1'b0}};
        operation   <=   {NB_OP{1'b0}};
    end
    case(i_btn)        
      3'b001  :
        a <= i_sw[NB_AB-1 : 0];
      3'b010  :
        b <= i_sw[NB_AB-1 : 0];
      3'b100  :
        operation <= i_sw[NB_OP-1 : 0];
    endcase
  end
  assign wire_a             =   a;
  assign wire_b             =   b;
  assign wire_operation     =   operation;
  ALU  
    #(
      .NB_AB(NB_AB),
      .NB_OP(NB_OP),
      .ADD(6'b100000),
      .SUB(6'b100010),
      .AND(6'b100100),
      .OR (6'b100101),
      .XOR(6'b100110),
      .SRA(6'b000011),
      .SRL(6'b000010),
      .NOR(6'b100111)
    )
    u_ALU
    (
      .i_opcode(wire_operation),
      .i_A(wire_a             ),
      .i_B(wire_b             ),
      .o_result(o_led         )
    );
endmodule
</file>
==> results.json <==
{
  "die_height_microns": 101,
  "hold_path.class": "input pin to flip-flop",
  "p_per_area_nw_per_um2": 251,
  "grt_use_total": 0.0517,
  "core_util_floorplan": 0.201,
  "cp_data_arrival_time_ns": 2.92,
  "ant_nets": 0,
  "die_area_sq_um": 10200,
  "fin_crit_sh": 0.809,
  "worst_ep_required_time_ns": 3.84,
  "synthTopCellsByCount": "and2_1 (15), edfxtp_1 (14), ha_1 (13), inv_1 (9), nor2_1 (9)",
  "final-hold-violation-count": 0,
  "drt-total-wl_mm": 2.56,
  "wire_per_inst_microns": 11.4,
  "async_flop_share": 0,
  "final_cells": 225,
  "start_kind": "flip-flop",
  "leakagePower_nw": 0.588,
  "ys_area_sq_um": 1280,
  "slew_viol_final": 0,
  "via_per_inst": 4.40,
  "cts_hold_buf": 0,
  "worst_pin_slew_ns": 0.578,
  "postLayoutSetupSlackWorst_ns": 0.918,
  "edf_count": 14,
  "cts_setup_buffers": 0,
  "max-slew-margin-rel": 0.614,
  "antenna_found_initial": 0,
  "gp_congestion": 0.822,
  "ys_cells": 135,
  "holdWs_ns": 1.39,
  "regArea_sq_um": 420,
  "cts_tree": "done",
  "period_minus_slack_ns": 3.88,
  "ioPinCount": 15,
  "antenna-diode-count": 0,
  "route.detailed.drc": 0,
  "seq_area_frac_synth": 0.329,
  "tool_warnings": 31,
  "clk_pin_slew_worst_paths_ns": 0.05,
  "critPathKind": "flip-flop to output pin",
  "switchingPower_mw": 0.108,
  "pre_cts_slack_ns": 1.14,
  "yosysUniqueCellTypes": 40,
  "rsz0062_at_grt": "false",
  "synth_area_sq_um": 1280,
  "combGateArea_sq_um": 793,
  "port_buffers": 14,
  "dp.cells": 221,
  "fp.dieW_microns": 101,
  "seqPwrFrac": 0.435,
  "gr-total-overflow": 0,
  "ys_ff": 14,
  "crit_fanout": 14,
  "status": "complete, no violations",
  "clock-sinks": 14,
  "cts_max_level": 1,
  "core_area_sq_um": 6350,
  "clk_path_buf_depth": 2,
  "finalSetupTns_ns": 0,
  "row_count": 29,
  "firstDrtPassIters": 4,
  "fmax_mhz": 258,
  "p_int_mw": 0.277,
  "area_growth_pct": 20.1,
  "first_iter_violations": 63,
  "yosysMostFrequentCell": "and2_1",
  "pwr-share-clk": 0.237,
  "n_fill_cell": 659,
  "cts_buffers": 3,
  "cts.repair.resized": 0,
  "dr_total_vias": 991,
  "root_buffer": "clkbuf_8",
  "power_switching_share": 0.281,
  "p_total_mw": 0.385,
  "ff_type": "edfxtp_1",
  "grt_pass1_wl_mm": 4.49,
  "top_area_cell": "edfxtp_1",
  "syn_inst": 135,
  "comb_power_share": 0.327,
  "grt_pass1_vias": 968,
  "grt_start_max_net_pins": 15,
  "peakVddDrop_mv": 0.125,
  "critPathCaptureType": "output pin",
  "drv_cap": 0,
  "setup_violations": 0,
  "netlist.area_leader.share": 0.329,
  "layout-drive-gt1-share": 0.0541,
  "area_leaders": "edfxtp_1 (33%), ha_1 (13%), and2_1 (7.4%), xnor2_1 (4.8%), a21oi_1 (3.1%)",
  "syn_area_per_cell_sq_um": 9.45,
  "yosys_warnings": 3,
  "place_hpwl_mm": 2.12
}
per-stage QoR:
stage | utilization | instance area, sq um
global route | 0.241 | 1530
finish | 0.241 | 1530
global placement | 0.234 | 1490
detailed placement | 0.234 | 1490
floorplan | - | 1280
CTS | 0.241 | 1530
cell type report:
cell class / instances / share of cell area
inverter: 10 / 0.0245
sequential: 14 / 0.274
tap: 77 / 0.0629
timing repair buffer: 14 / 0.0914
clock buffer: 3 / 0.0269
clock inverter: 1 / 0.00245
multi-input combinational: 106 / 0.518
cells in the final DEF (no fill, tap or decap), types with 2 or more instances in the layout:
cell	count
edfxtp_1	14
nor2_1	9
nor2b_1	4
mux2i_1	4
nor3_1	5
ha_1	13
xnor2_1	7
a211oi_1	2
clkbuf_8	3
clkdlybuf4s50_1	14
or2_1	3
o21ai_0	2
a21oi_1	8
a31oi_1	2
nand3_1	2
nor3b_1	3
and2_1	15
xor2_1	2
inv_1	9
a21o_1	2
nand2_1	6
layer usage:
layer  track usage  up-vias  share of wire
li1              -      505              -
met1        0.0789      457           0.52
met2        0.0776       27           0.43
met3       0.00832        2          0.055
met4       0.00536        0         0.0035
met5             0        -              0
cells by family after synthesis:
family,share of synthesized area
AND/OR/NAND/NOR,0.233
XOR/XNOR,0.0618
adder cells (fa/ha/maj),0.143
flip-flops,0.329
buffers and inverters,0.0490
AND-OR/OR-AND,0.152
multiplexers,0.0314
state kept, by name, indices dropped and copies added, names as in the netlist:
name and count:
operation 6, b 4, a 4
final timing paths:
kind | startpoint | end | slack [ns] | cells after the start
min | i_sw[5] | operation[5] | 1.39 | 2
max | operation[0] | o_led[2] | 0.92 | 8
power by group through the flow:
stage	registers, mW	logic (mW)	clock network, mW
5_1_grt	0.170	0.144	0.0994
4_1_cts	0.167	0.128	0.0948
6_report	0.168	0.126	0.0914
worst max-delay path, stage by stage, from the launching register on:
cell             delay (ns)
edfxtp_1               0.61
nor3_2                 0.36
nand3_1                0.15
mux2i_1                0.18
fa_1                   0.44
xnor2_1                0.15
o22a_1                 0.19
o311ai_1               0.08
clkdlybuf4s50_1        0.53
No activity file was given, so power comes from the tool's default toggle rates.
